`design/flow/config.mk`:
```
export PLATFORM = sky130hd
export DESIGN_NAME = mrHY4_Sub
export DESIGN_NICKNAME = mrHY4_Sub
export VERILOG_FILES = /design/flow/design.v
export SDC_FILE = /design/flow/constraint.sdc
export NUM_CORES = 4
export LEC_CHECK = 1
export CORE_AREA = 10 10 70 70
export DIE_AREA = 0 0 80 80
```
`design/flow/constraint.sdc`:
```
current_design mrHY4_Sub

set clk_period 3.1
set clk_io_pct 0.2

create_clock -name clk0 -period $clk_period [get_ports {clk}]

set non_clock_inputs [all_inputs -no_clocks]
set_input_delay [expr $clk_period * $clk_io_pct] -clock clk0 $non_clock_inputs
set_output_delay [expr $clk_period * $clk_io_pct] -clock clk0 [all_outputs]
```
`design/flow/design.v`:
```
module mrHY4A(
    input xn2, xp, xpp,
    input yp2, yp,
    output sp4, sn2, sp
);
assign sp = xp ^ xpp ^ yp;
wire cp2;
assign cp2 = (xp & xpp) | (xpp & yp) | (yp & xp);
assign sn2 = xn2 ^ yp2 ^ cp2;
assign sp4 = (~xn2 & yp2) | (yp2 & cp2) | (cp2 & ~xn2);
endmodule
module mrHY4S(
    input xn2, xp, xpp,
    input yn2, yn,
    output sp4, sn2, sp
);
wire sn4, sp2, sn;
assign sn = xp ^ xpp ^ yn;
wire cp2;
assign cp2 = (xp & xpp) | (xpp & ~yn) | (~yn & xp);
assign sp2 = xn2 ^ yn2 ^ cp2;
assign sn4 = (xn2 & yn2) | (yn2 & ~cp2) | (~cp2 & xn2);
assign {sp4, sn2, sp} = {~sn4, ~sp2, ~sn};
endmodule
module mrHY4_Sub(
    input clk,
    input rst,
    input xn2, xp, xpp,
    input yn2, yp, ypp,
    output sn2, sp, 
	output reg spp
);
reg tpp;
wire spp4, tpp4, tp, tn2;
mrHY4A SA(.xn2(xn2), .xp(xp), .xpp(xpp), .yp2(yn2), .yp(ypp), .sp4(tpp4), .sn2(tn2), .sp(tp));
mrHY4S SS(.xn2(tn2), .xp(tp), .xpp(tpp), .yn2(ypp), .yn(yp), .sp4(spp4), .sn2(sn2), .sp(sp));
always @ (posedge clk) begin
    if(rst) begin
        tpp <= 'b0;
        spp <= 'b1;
    end else begin 
        tpp <= tpp4;
        spp <= spp4;
    end
end
endmodule
```
`design/flow/run.sh`:
```
#!/bin/bash
# OpenROAD 26Q1-2900-gdf79404cd8, Yosys 0.63+post, stock flow scripts
make -C /OpenROAD-flow-scripts/flow DESIGN_CONFIG=/design/flow/config.mk WORK_HOME=/design/flow/orfs finish
```
==> run summary <==
buffers from clock root to sink, at most - 2
Dominant comb cell - adder cells
first-pass GRT wire length - 793 um
yosys synthesis warning count - 1
final setup skew - 0.000460 ns
Clock Root Buffer - sky130_fd_sc_hd__clkbuf_4
count of hold buffers inserted by post-cts repair - 0
cell type contributing the most total cell area after synthesis - sky130_fd_sc_hd__fa_1
vias per inst - 1.88
static leakage power - 0.000129 uW
Fmax achieved - 336 MHz
mean area per synthesized cell - 12.1 um2
class of the tightest hold or removal check - in2reg
WP depth - 6
overall overflow remaining after global route - 0
CP peak stage delay - 0.48 ns
layout-stage area growth over the synthesis result - 128%
Fin. Hold Viols - 0
Worst Setup Slack post-DPL - -0.484 ns
final routed DRC violation total - 0
Cell Pwr Density - 388 nW/um2
start point of the critical path - xpp
power share of the combinational group - 32.1%
vias in the first global route - 169
number of buffers inserted to repair setup after CTS - 0
width of the chip - 80 um
maximum number of pins on one net before global-route repair - 3
Worst VDD drop - 0.0663 mV
global router's overall resource usage - 1.79%
post-detail-place hpwl - 475 um
register share after synthesis - 27.6%
reg2reg start - tpp
portion of netlist area occupied by mux cells - 0%
first-iteration detailed-routing DRC count - 0
Top cells by area - sky130_fd_sc_hd__fa_1 (55%), sky130_fd_sc_hd__dfxtp_1 (28%), sky130_fd_sc_hd__inv_1 (10%)
OpenROAD warning count - 25
CP required - 2.48 ns
worst relative slew slack - 92.5%
Total Wirelength - 520 um
Switching Fraction - 22.4%
reg2reg end - spp
CP Cell Sequence - dlygate4sd2_1 -> fa_2 -> inv_2 -> fa_1 -> fa_1 -> dlygate4sd2_1
DR vias - 135
core area - 3420 um2
number of antenna diodes - 0
FP Util - 4.25%
Pins Over Slew Limit - 0
number of cells produced by synthesis - 12
design internal power - 99.4 uW
critical path start-end classification - in2out
IO buf count - 10
highest fanout seen on the critical path - 1
die height - 80 um
register clock-pin slew on the reported worst setup and hold paths - 0.03 ns
smallest setup slack after layout - 0.122 ns
Hold Path Origin - rst
Late-Pin Clk Latency - 0.22 ns
dominant delay contributor by cell family on the critical path - adder cells
status - completed
total chip power - 128 uW
maxcap violations - 0
area figure in the yosys stat output - 145 um2
path depth of the worst reg2reg path - 4
hold path cells - 2
Simple-Gate Area Share - 6.90%
num rows - 21
number of H-tree levels - 1
TritonRoute pass-1 iters - 1
kind of start point of the critical path - primary input
final RePlAce weighted congestion - 0.706
crit path time final - 2.98 ns
final-report setup violation count - 0
CTS tree - done
actual slew at the worst max-slew pin - 0.113 ns
post-synthesis share of cell area spent on and-or and or-and gates - 0%
Slowest cell on crit path - sky130_fd_sc_hd__fa_1
setup slack, reg-to-reg - 2.00 ns
share of post-route cells with drive strength above 1 - 30.8%
arrival time at the worst endpoint - 2.36 ns
count of buffering cells on the critical path with inverters included - 3
portion of the clock cycle consumed by the worst path in the final layout - 96.1%
Critical Path End - sn2
number of antenna violations at the first check in global routing - 0
number of cell instances after yosys synthesis - 12
Crit. End Element - output port
routed length per placed instance - 7.22 um
Antenna Violating Nets Remaining - 0
chip area - 6400 um2
unrepaired setup endpoints after global routing - no
Netlist Area Pre-Place - 145 um2
number of unique standard cell types used by synthesis - 5
clock buffer count from CTS - 3
Synth top area share - 55.2%
yosys xor share - 0%
NetSw - 28.7 uW
Clock Power Share - 44.6%
Sink Count - 2
adder and majority cell fraction of the synthesized area - 55.2%
sequential share of power - 23.2%
post-synthesis sequential element count - 2
I/O pin cnt - 11
-- layer usage --
layer / wire [um] / track usage [%]
met4: 7 / 0.704
met2: 213 / 2.25
met5: 0 / 0
met3: 126 / 2.39
met1: 173 / 1.61
-- metrics by stage --
stage,instances,util (%),TNS [ns],instance area [um2],hold WS [ns]
after floorplan,12,-,0,145,0.687
after global placement,69,9.08,-0.547,310,0.989
after detailed placement,69,9.08,-0.550,310,1.04
after CTS,72,9.60,0,328,0.931
after global routing,72,9.67,0,330,0.952
final,72,9.67,0,330,0.933
-- power by group through the flow --
stage	Clock [uW]	Sequential (uW)	Combinational (uW)
after CTS	61.6	29.7	42.6
after global routing	62.9	29.9	50.1
final	57.1	29.8	41.2
-- cell families (layout without fill, tap and decap cells) --
logic type	after synthesis	in the layout
buffers and inverters	4	18
flip-flops	2	2
adder cells (fa/ha/maj)	4	4
AND/OR/NAND/NOR	2	2
-- worst min path at each step --
stage                 end  slack, ns
after global routing  tpp       0.95
final                 tpp       0.93
after CTS             tpp       0.93
-- Yosys cell counts (all sizes together) --
cell,count
dfxtp,2
inv,4
nor2,1
fa,4
nand2b,1
-- repair_timing --
action | in CTS | in global routing
resized | 10 | 1
pin swaps | 3 | 0
endpoints found under the setup margin | 2 | 1
-- final cells by class --
type                       count  area, um2
clock buffer                   3       22.5
fill                         397       3090
inverter                       4       15.0
multi-input combinational      6       95.1
sequential                     2       40.0
tap                           46       57.6
timing repair buffer          11        100
-- flip-flops by register name (all words and copies together) (netlist names) --
register,count
spp,1
tpp,1
-- layout by cell type, fill, tap and decap left out --
cell type,netlist,routed
sky130_fd_sc_hd__inv_1,4,3
sky130_fd_sc_hd__nand2b_1,1,1
sky130_fd_sc_hd__fa_1,4,2
sky130_fd_sc_hd__inv_2,0,1
sky130_fd_sc_hd__buf_4,0,1
sky130_fd_sc_hd__buf_2,0,1
sky130_fd_sc_hd__nor2_1,1,1
sky130_fd_sc_hd__fa_2,0,2
sky130_fd_sc_hd__clkdlybuf4s15_1,0,1
sky130_fd_sc_hd__dfxtp_1,2,2
sky130_fd_sc_hd__dlygate4sd2_1,0,2
sky130_fd_sc_hd__clkdlybuf4s50_1,0,6
sky130_fd_sc_hd__clkbuf_4,0,3
Power figures rest on the tool's default switching activity, not on a simulated workload.
