File: flow/config.mk
export PLATFORM = sky130hd
export DESIGN_NAME = mrHY4_Add
export DESIGN_NICKNAME = mrHY4_Add
export VERILOG_FILES = /design/flow/design.v
export SDC_FILE = /design/flow/constraint.sdc
export NUM_CORES = 4
export LEC_CHECK = 1
export CORE_AREA = 10 10 70 70
export DIE_AREA = 0 0 80 80
File: flow/constraint.sdc
current_design mrHY4_Add

set clk_period 2.5
set clk_io_pct 0.2

create_clock -name clk0 -period $clk_period [get_ports {clk}]

set non_clock_inputs [all_inputs -no_clocks]
set_input_delay [expr $clk_period * $clk_io_pct] -clock clk0 $non_clock_inputs
set_output_delay [expr $clk_period * $clk_io_pct] -clock clk0 [all_outputs]
File: flow/design.v
module mrHY4A(
    input xn2, xp, xpp,
    input yp2, yp,
    output sp4, sn2, sp
);
assign sp = xp ^ xpp ^ yp;
wire cp2;
assign cp2 = (xp & xpp) | (xpp & yp) | (yp & xp);
assign sn2 = xn2 ^ yp2 ^ cp2;
assign sp4 = (~xn2 & yp2) | (yp2 & cp2) | (cp2 & ~xn2);
endmodule
module mrHY4S(
    input xn2, xp, xpp,
    input yn2, yn,
    output sp4, sn2, sp
);
wire sn4, sp2, sn;
assign sn = xp ^ xpp ^ yn;
wire cp2;
assign cp2 = (xp & xpp) | (xpp & ~yn) | (~yn & xp);
assign sp2 = xn2 ^ yn2 ^ cp2;
assign sn4 = (xn2 & yn2) | (yn2 & ~cp2) | (~cp2 & xn2);
assign {sp4, sn2, sp} = {~sn4, ~sp2, ~sn};
endmodule
module mrHY4_Add(
    input clk,
    input rst,
    input xn2, xp, xpp,
    input yn2, yp, ypp,
    output sn2, sp, 
	output reg spp
);
wire tpp4, spp4, tn2, tp;
reg tpp;
mrHY4A AA(.xn2(xn2), .xp(xp), .xpp(xpp), .yp2(ypp), .yp(yp), .sp4(tpp4), .sn2(tn2), .sp(tp));
mrHY4S AS(.xn2(tn2), .xp(tp), .xpp(tpp), .yn2(yn2), .yn(ypp), .sp4(spp4), .sn2(sn2), .sp(sp));
always @ (posedge clk) begin
    if(rst) begin
        tpp <= 'b0;
        spp <= 'b1;
    end else begin 
        tpp <= tpp4;
        spp <= spp4;
    end
end
endmodule
File: flow/run.sh
#!/bin/bash
# OpenROAD 26Q1-2900-gdf79404cd8, Yosys 0.63+post, stock flow scripts
make -C /OpenROAD-flow-scripts/flow DESIGN_CONFIG=/design/flow/config.mk WORK_HOME=/design/flow/orfs finish
==> impl_metrics.csv <==
group,metric,value,unit
floorplan,chipArea,0.00640,mm^2
global_routing,grt_util_all_layers,0.0172,
setup_path,cp_slowest_cell,"fa_1",
layout,final_layout_size_suffix_gt1_frac,0.480,
flow_run,warning_count,27,
floorplan,fp-utilization,0.0414,
layout,areaGrowthSynthToFinish,128,%
sta,slew_headroom,0.932,
global_routing,global_route.usage.met1,0.0147,
layout,logic_area,95.1,um^2
setup_path,reg2reg_slack,1.42,ns
clocking,clockBufferDepth,2,
route,ant_nets,0,
route,wl_per_cell,6.71,um
global_routing,grt_pass1_vias,162,
pwr,p_total,0.152,mW
sta,fin_ws,-0.0104,ns
floorplan,die_h,80,um
place,place_congestion,0.801,
setup_path,critPathLaunchType,"primary input",
outcome,status,"finished, violations left",
setup_path,critPathLaunch,"xp",
sta,finalCriticalPeriod,2.51,ns
global_routing,grt_first_pass_wirelength,765,um
setup_path,crit_required,2.00,ns
synthesis,ys_top_cells_by_count,"fa_1 (4), inv_1 (3), dfxtp_1 (2)",
synthesis,ys_area,141,um^2
synthesis,syn_inst,11,
setup_path,worst_r2r_startpoint,"tpp",
global_routing,busiest_layer,"met3",
clocking,root_buffer,"clkbuf_4",
synthesis,ys_types,5,
floorplan,core,0.00342,mm^2
pwr,irDropWorstVdd,84.8,uV
pwr,powerDensity,471,mW/mm^2
synthesis,edf_count,0,
sta,tns,-0.0104,ns
synthesis,ys_seq_share,0.283,
layout,nFillCells,401,
setup_path,r2r_cells,4,
global_routing,grt_start_max_net_pins,3,
sta,drv_slew,0,
setup_path,crit_buf_inv,3,
setup_path,crit_path_end,"sn2",
global_routing,met3_usage,0.0273,
setup_path,crit_chain,"buf_6 > fa_2 > inv_2 > fa_1 > fa_1 > buf_2",
synthesis,synth_warnings,1,
layout,regArea,40.0,um^2
setup_path,crit_path_frequent_cell,"fa_1",
outcome,violations,"negative setup slack",
sta,hold_viol_final,0,
sta,finalSetupViolCount,1,
global_routing,antenna_found_initial,1,
flow_run,drv_cap,0,
route,avgViaCountPerCell,1.75,
place,port_buffers,10,
clocking,cts_setup_buffers,0,
global_routing,overflow,0,
global_routing,grtUsageMet2,0.0201,
clocking,clock_sinks,2,
floorplan,dieWidth,80,um
synthesis,ys_async_sr_fraction,0,
synthesis,ys.flops,2,
synthesis,top_cells_by_area,"fa_1 (57%), dfxtp_1 (28%), inv_1 (8.0%)",
clocking,clkLatencyLatePin,0.22,ns
route,vias,126,
clocking,cts_buffers,3,
setup_path,cp_max_fo,1,
clocking,htreeDepth,1,
clocking,cts_tree,"yes",
route,drt_iter0_drc,15,
sta,worst_pin_slew,0.102,ns
synthesis,syn_area,141,um^2
min_path,worst_hold_path_type,"in -> reg",
pwr,p_leak,0.133,nW
sta,finalClockSkew,0.000588,ns
floorplan,ioPinCount,11,
setup_path,criticalPathCategory,"in -> out",
route,dr.pass1.iters,2,
floorplan,rows,21,
synthesis,top_area_frac,0.566,
synthesis,top_cell,"fa_1",
setup_path,crit_family,"adder cells",
synthesis,postSynthAreaPerCell,12.9,um^2
setup_path,crit_cells,6,
clocking,hold_buffers,0,
sta,rsz0062_at_grt,"true",
sta,fin_crit_sh,1.00,
setup_path,cp.arrival,2.01,ns
sta,max_clock_freq,398,MHz
min_path,holdCritStartpoint,"xn2",
setup_path,cp-end-kind,"primary output",
setup_path,r2r-end,"spp",
synthesis,flop_cell,"dfxtp_1",
sta,hold_ws,0.675,ns
setup_path,max_stage_delay,0.49,ns
route,finalWirelength,483,um
clocking,clk_pin_slew,0.03,ns
synthesis,top_area_cell,"fa_1",
synthesis,ys_cells,11,
route,post-route-drc-count,0,
==> worst reg2reg max path: cells and delay by family (launching register included) <==
kind          cells  cell delay (ns)
simple gates      1             0.07
fa+ha+maj         2             0.56
buf+inv           1             0.05
flops             1             0.34
==> report_power, final <==
group	internal, mW	leakage (nW)	switching [mW]	total [mW]
combinational	0.0289	0.103	0.0151	0.0440
clock	0.0529	0.0138	0.0181	0.0710
sequential	0.0354	0.0167	0.00146	0.0369
==> state kept, by name (all words and copies together), names as in the netlist <==
name  cells
spp       1
tpp       1
==> through the flow <==
step	cell area (um^2)	std cells	worst slack, ns	util
floorplan	141	11	0.137	-
global placement	307	68	-0.846	0.0897
detailed placement	307	68	-0.855	0.0897
CTS	318	71	-0.0371	0.0930
global route	323	72	-0.0826	0.0945
finish	323	72	-0.0104	0.0945
==> placed cells by master, fill, tap and decap left out, drive strengths merged <==
cell           instances
buf                    5
fa                     4
clkbuf                 3
clkdlybuf4s50          3
inv                    3
dlygate4sd2            2
dfxtp                  2
diode                  1
nand2b                 1
nor2                   1
dlymetal6s2s           1
==> worst min path at each step <==
stage	endpoint	slack (ns)	cells after the start
after global routing	tpp	0.72	3
final	tpp	0.67	3
after CTS	tpp	0.81	2
==> kinds of logic after synthesis <==
group                    share of synthesized area
adder cells (fa/ha/maj)                      0.566
AND/OR/NAND/NOR                             0.0708
flip-flops                                   0.283
buffers and inverters                       0.0796
==> what timing repair did <==
| item | 4_1_cts | 5_1_grt |
|---|---|---|
| resized | 22 | 1 |
| setup endpoints to repair | 2 | 1 |
| pin swaps | 3 | 1 |
==> cell type report <==
class,count,share of cell area
diodes,1,0.00775
clock buffers,3,0.0698
multi-input cells,6,0.295
repair buffers,11,0.291
inverters,3,0.0349
flip-flops and latches,2,0.124
well taps,46,0.178
==> layer usage <==
layer	vias up	share of wire
li1	60	-
met1	57	0.32
met5	-	0
met4	0	0
met2	9	0.38
met3	0	0.30
Power and IR drop assume default switching activity.
