**flow/run.sh**
```bash
#!/bin/bash
# OpenROAD 26Q1-2900-gdf79404cd8, Yosys 0.63+post, stock flow scripts
make -C /OpenROAD-flow-scripts/flow DESIGN_CONFIG=/design/flow/config.mk WORK_HOME=/design/flow/orfs finish
```
**flow/design.v**
```verilog
module mrHY4A(
    input xn2, xp, xpp,
    input yp2, yp,
    output sp4, sn2, sp
);
assign sp = xp ^ xpp ^ yp;
wire cp2;
assign cp2 = (xp & xpp) | (xpp & yp) | (yp & xp);
assign sn2 = xn2 ^ yp2 ^ cp2;
assign sp4 = (~xn2 & yp2) | (yp2 & cp2) | (cp2 & ~xn2);
endmodule
module mrHY4_serial_multiplier(
    input clk,
    input rst,
    input [13:0] P,
    input [2:0] cnt,
    output reg [7:0] Mn2, Mp, Mpp
);
wire [7:0] Un2, Up, Upp;
assign Upp[0] = P[13];
mrHY4A AY0(.xn2(Mn2[1]), .xp(Mp[1]), .xpp(Mpp[1]), .yp2(P[1]), .yp(P[0]), .sp4(Upp[1]), .sn2(Un2[0]), .sp(Up[0]));
mrHY4A AY1(.xn2(Mn2[2]), .xp(Mp[2]), .xpp(Mpp[2]), .yp2(P[3]), .yp(P[2]), .sp4(Upp[2]), .sn2(Un2[1]), .sp(Up[1]));
mrHY4A AY2(.xn2(Mn2[3]), .xp(Mp[3]), .xpp(Mpp[3]), .yp2(P[5]), .yp(P[4]), .sp4(Upp[3]), .sn2(Un2[2]), .sp(Up[2]));
mrHY4A AY3(.xn2(Mn2[4]), .xp(Mp[4]), .xpp(Mpp[4]), .yp2(P[7]), .yp(P[6]), .sp4(Upp[4]), .sn2(Un2[3]), .sp(Up[3]));
mrHY4A AY4(.xn2(Mn2[5]), .xp(Mp[5]), .xpp(Mpp[5]), .yp2(P[9]), .yp(P[8]), .sp4(Upp[5]), .sn2(Un2[4]), .sp(Up[4]));
mrHY4A AY5(.xn2(Mn2[6]), .xp(Mp[6]), .xpp(Mpp[6]), .yp2(P[11]), .yp(P[10]), .sp4(Upp[6]), .sn2(Un2[5]), .sp(Up[5]));
mrHY4A AY6(.xn2(Mn2[7]), .xp(Mp[7]), .xpp(Mpp[7]), .yp2(P[13]), .yp(P[12]), .sp4(Upp[7]), .sn2(Un2[6]), .sp(Up[6]));
assign Un2[7] = P[13];
assign Up[7] = P[13];
reg [5:0] R;
always @ (*) begin
    case({Mn2[0], Mp[0], Mpp[0]})
        3'b000: R = 6'b000000; 
        3'b001: R = 6'b110010;
        3'b010: R = 6'b110010;
        3'b011: R = 6'b100101;
        3'b100: R = 6'b011010;
        3'b101: R = 6'b001101;
        3'b110: R = 6'b001101;
        3'b111: R = 6'b000000; 
    endcase
end
wire [7:3] Sn2, Sp, Spp;
assign Spp[3] = R[5];
mrHY4A AR3(.xn2(Un2[3]), .xp(Up[3]), .xpp(Upp[3]), .yp2(R[1]), .yp(R[0]), .sp4(Spp[4]), .sn2(Sn2[3]), .sp(Sp[3]));
mrHY4A AR4(.xn2(Un2[4]), .xp(Up[4]), .xpp(Upp[4]), .yp2(R[3]), .yp(R[2]), .sp4(Spp[5]), .sn2(Sn2[4]), .sp(Sp[4]));
mrHY4A AR5(.xn2(Un2[5]), .xp(Up[5]), .xpp(Upp[5]), .yp2(R[5]), .yp(R[4]), .sp4(Spp[6]), .sn2(Sn2[5]), .sp(Sp[5]));
mrHY4A AR6(.xn2(Un2[6]), .xp(Up[6]), .xpp(Upp[6]), .yp2(R[5]), .yp(R[5]), .sp4(Spp[7]), .sn2(Sn2[6]), .sp(Sp[6]));
assign Sn2[7] = (~Upp[7] & R[5]) | (R[5] & P[13]) | (P[13] & ~Upp[7]);
assign Sp[7] = Upp[7] ^ R[5] ^ P[13];
always @ (posedge clk) begin
    if(rst || cnt == 7) begin
        Mn2 <= 'b0;
        Mp <= 'b0;
        Mpp <= 'b0;
    end else begin
        Mn2[7:0] <= {Sn2[7:3], Un2[2:0]};
        Mp[7:0] <= {Sp[7:3], Up[2:0]};
        Mpp[7:0] <= {Spp[7:3], Upp[2:0]};
    end
end
endmodule
```
**flow/config.mk**
```make
export PLATFORM = sky130hd
export DESIGN_NAME = mrHY4_serial_multiplier
export DESIGN_NICKNAME = mrHY4_serial_multiplier
export VERILOG_FILES = /design/flow/design.v
export SDC_FILE = /design/flow/constraint.sdc
export NUM_CORES = 4
export LEC_CHECK = 1
export CORE_UTILIZATION = 30
```
**flow/constraint.sdc**
```tcl
current_design mrHY4_serial_multiplier

set clk_period 3.1
set clk_io_pct 0.2

create_clock -name clk0 -period $clk_period [get_ports {clk}]

set non_clock_inputs [all_inputs -no_clocks]
set_input_delay [expr $clk_period * $clk_io_pct] -clock clk0 $non_clock_inputs
set_output_delay [expr $clk_period * $clk_io_pct] -clock clk0 [all_outputs]
```
==> flow_metrics.env <==
# yosys + openroad results
export IMPL_cp_data_required_time_ns=3.31
export IMPL_synthCells=149
export IMPL_hp_class="register to register"
export IMPL_rows=26
export IMPL_power_leakage_nw=0.879
export IMPL_status="finished, final reports clean"
export IMPL_synth_flops=28
export IMPL_startpoint="P[4]"
export IMPL_clock_path_buffers=2
export IMPL_first_global_vias=933
export IMPL_synth_stat_cells=149
export IMPL_max_freq_ghz=0.388
export IMPL_cts_root_buf="clkbuf_8"
export IMPL_cts_tree="built"
export IMPL_grt_max_degree=17
export IMPL_path_class="primary input to register"
export IMPL_tns_ns=0
export IMPL_grt_usage_pct=9.82
export IMPL_top_cell="inv_1"
export IMPL_die_area_mm2=0.00555
export IMPL_worst_pin_slew_ns=0.376
export IMPL_die_h_um=74.5
export IMPL_via_per_inst=3.72
export IMPL_post_cts_buffers=0
export IMPL_cp_max_fo=1
export IMPL_yosysChipArea_mm2=0.00158
export IMPL_die_x_um=74.5
export IMPL_max_slew_margin_pct=74.9
export IMPL_hold_viol=0
export IMPL_cp_start_kind="primary input"
export IMPL_synth_top_area_share_pct=35.6
export IMPL_area_growth_pct=26.1
export IMPL_ys_warnings_count=1
export IMPL_dp_hpwl_um=1900
export IMPL_antenna_left=0
export IMPL_avgSynthCellArea_um2=10.6
export IMPL_async_flop_share_pct=0
export IMPL_edf_count=0
export IMPL_finClkSkew_ns=0.00418
export IMPL_yosysSeqAreaShare_pct=35.6
export IMPL_rr_worst_depth=9
export IMPL_stdcell_count=244
export IMPL_finalSetupViolations=0
export IMPL_openroad_warnings=28
export IMPL_dp_cells=240
export IMPL_cts_hold_buf=0
export IMPL_top_cells_by_count="37 x inv_1, 28 x dfxtp_1, 23 x fa_1"
export IMPL_vias=907
export IMPL_gp_congestion=0.748
export IMPL_top_area_cell="dfxtp_1"
export IMPL_port_buffers=42
export IMPL_cts_sinks=28
export IMPL_fp_util_pct=31.1
export IMPL_period_minus_slack_ns=2.58
export IMPL_fill_cells=527
export IMPL_synthTopCellsByArea="dfxtp_1 36%, fa_1 29%, buf_4 10%"
export IMPL_cts_buffers=3
export IMPL_rsz0062_at_grt="no"
export IMPL_cp_arrival_ns=2.79
export IMPL_drtIter0Drc=12
export IMPL_cp_end_kind="register"
export IMPL_overflow=0
export IMPL_coreArea_mm2=0.00507
export IMPL_firstDrtPassIters=4
export IMPL_grt_pass1_wl_um=3920
export IMPL_route_detailed_drc=0
export IMPL_r2r_slack_ns=0.98
export IMPL_clk_pin_slew_worst_paths_ns=0.09
export IMPL_powerDensity_mw_per_mm2=729
export IMPL_antenna_found_initial=0
export IMPL_vdd_drop_max_uv=329
export IMPL_yosys_most_used_dff="dfxtp_1"
export IMPL_drt_wl_total_um=2300
export IMPL_r2r_end="Mn2[3]"
export IMPL_cts_resized=0
export IMPL_netlist_area_mm2=0.00158
export IMPL_ioPinCount=43
export IMPL_h_tree_depth=1
export IMPL_drv_slew=0
export IMPL_wire_per_inst_um=9.44
export IMPL_finalCritPeriodShare_pct=83.1
export IMPL_n_antenna_cell=0
export IMPL_layout_drive_gt1_share_pct=5.75
export IMPL_crit_end="Mn2[3]"
export IMPL_ys_types=16
export IMPL_clkLatencyLatePin_ns=0.27
export IMPL_reg2reg_from="Mpp[3]"
export IMPL_maxCapViolCount=0
-- metrics by stage --
step	power [mW]	setup slack (ns)	instance area, µm²	hold slack [ns]	utilization, %
after floorplan	1.05	0.763	1580	0.511	-
after global placement	1.25	0.244	1930	0.558	38.1
after detailed placement	1.26	0.215	1930	0.561	38.1
after CTS	1.49	0.523	1990	0.572	39.2
after global routing	1.63	0.384	1990	0.605	39.2
final	1.45	0.524	1990	0.564	39.2
-- cells in the final DEF, fill, tap and decap left out --
cell type / instances
clkbuf_8: 4
inv_1: 37
nand2b_1: 1
mux2_2: 2
ha_1: 4
a31o_2: 1
buf_4: 2
nor2b_1: 1
nor2_1: 17
and2_1: 9
nand2_1: 1
a311oi_4: 1
fa_1: 23
dfxtp_1: 28
clkdlybuf4s50_1: 42
a31oi_1: 1
-- sequential cells by signal, indices dropped and copies added (netlist names) --
signal and flops:
Mn2 8, Mp 8, Mpp 8, R 4
-- area by class of cell --
cell class | instances | area [µm²] | area share [%]
timing repair buffer | 44 | 435 | 21.9
clock buffer | 4 | 55.1 | 2.77
tap | 70 | 87.6 | 4.41
multi-input combinational | 61 | 711 | 35.7
sequential | 28 | 561 | 28.2
inverter | 37 | 139 | 6.99
-- routing by layer --
layer | vias up | global-route usage [%] | wire length [µm]
met5 | - | 0 | 0
li1 | 448 | - | -
met3 | 2 | 3.16 | 188
met4 | 0 | 0.629 | 17
met1 | 422 | 14.7 | 1100
met2 | 35 | 15.2 | 1000
-- power by group --
part           internal (mW)  switching (mW)
clock network          0.114           0.107
registers              0.476          0.0685
logic                  0.393           0.291
total                  0.983           0.467
-- critical path, stage by stage --
cell and delay [ns]:
clkdlybuf4s50_1 0.45, inv_1 0.05, fa_1 0.40, inv_1 0.08, fa_1 0.17, inv_1 0.05, fa_1 0.37, inv_1 0.08
fa_1 0.41, nor2_1 0.10
-- worst min path at each step --
stage,startpoint,to,cells past startpoint
after CTS,R[3],Mn2[4],2
final,R[5],Mpp[3],2
after global routing,R[3],Mn2[4],2
-- cell families (layout without fill, tap and decap cells) --
kind of cell    count (synthesis)  in the layout  synth area share (%)
flops                          28             28                  35.6
fa+ha+maj                      27             27                  32.4
compound gates                  3              3                  2.62
mux                             2              2                  1.43
simple gates                   29             29                  8.65
buf+inv                        60             85                  19.4
No activity file was given, so power comes from the tool's default toggle rates.
